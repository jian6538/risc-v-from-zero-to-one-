## /design/flow/design.v

```verilog
module alu(
	input  wire [31:0] operand_a,     
	input  wire [31:0] operand_b,     
	input  wire [3:0]  ALUControl,    
	output reg  [31:0] result,        
	output wire        z              
);
    localparam OP_ADD  = 4'b0000;
    localparam OP_SUB  = 4'b0001;
    localparam OP_SLL  = 4'b0010;
    localparam OP_SLT  = 4'b0011;
    localparam OP_SLTU = 4'b0100;
    localparam OP_XOR  = 4'b0101;
    localparam OP_OR   = 4'b0110;
    localparam OP_AND  = 4'b0111;
    localparam OP_SRL  = 4'b1000;
    localparam OP_SRA  = 4'b1001;
    always @(*) begin 
        case(ALUControl)
            OP_ADD : result = operand_a + operand_b;
            OP_SUB : result = operand_a - operand_b;
            OP_SLL : result = operand_a << operand_b[4:0]; 
            OP_SLT : result = ($signed(operand_a) < $signed(operand_b)) ? 32'd1 : 32'd0;
            OP_SLTU: result = (operand_a < operand_b) ? 32'd1 : 32'd0;
            OP_XOR : result = operand_a ^ operand_b;
            OP_OR  : result = operand_a | operand_b;
            OP_AND : result = operand_a & operand_b;
            OP_SRL : result = operand_a >> operand_b[4:0];
            OP_SRA : result = $signed(operand_a) >>> operand_b[4:0];
            default: result = 32'hDEADBEEF;  
        endcase
    end
    assign z = (result == 32'b0);
endmodule
```

## /design/flow/run.sh

```bash
#!/bin/bash
# OpenROAD 26Q1-2900-gdf79404cd8, Yosys 0.63+post, stock flow scripts
make -C /OpenROAD-flow-scripts/flow DESIGN_CONFIG=/design/flow/config.mk WORK_HOME=/design/flow/orfs finish
```

## /design/flow/config.mk

```make
export PLATFORM = sky130hd
export DESIGN_NAME = alu
export DESIGN_NICKNAME = alu
export VERILOG_FILES = /design/flow/design.v
export SDC_FILE = /design/flow/constraint.sdc
export NUM_CORES = 4
export LEC_CHECK = 1
export CORE_UTILIZATION = 50
```

## /design/flow/constraint.sdc

```tcl
current_design alu

set clk_period 12.7
set clk_io_pct 0.2

create_clock -name clk0 -period $clk_period

set non_clock_inputs [all_inputs -no_clocks]
set_input_delay [expr $clk_period * $clk_io_pct] -clock clk0 $non_clock_inputs
set_output_delay [expr $clk_period * $clk_io_pct] -clock clk0 [all_outputs]
```

==> flow_summary_export.csv <==
group,metric,value,unit
outcome,status,"finished, final reports clean",
sta,fin_crit_sh,88.1,%
synthesis,ys_area,0.00998,mm^2
worst_setup_path,critPathSlowestCell,"or4_1",
flow_run,tool_warnings,100,
worst_setup_path,critPathMaxFanout,33,
place,dp.cells,1729,
place,port_buffers,101,
grt,grt_antenna_before_repair,0,
min_path,hold_start,"operand_b[2]",
power_and_ir_drop,internal_power,194,uW
cells_and_area,lay_top_cells,"nor2_1, nand2_1, inv_1, ha_1, o21ai_0",
cells_and_area,n_clock_buffer,0,
grt,grt_pass1_vias,11407,
sta,timing_max_transition_violations_final,0,
synthesis,ys_sh_simple,24.9,%
sta,final.setup.tns,0,ps
synthesis,netlist_area,0.00998,mm^2
place,place_congestion,1.09,
cells_and_area,flop-count,0,
synthesis,ys_sh_adder,12.8,%
worst_setup_path,startpoint,"operand_b[4]",
grt,grt_max_degree,66,
worst_setup_path,cp_cell_sequence,"clkdlybuf4s50_1, buf_4, clkinv_1, ha_1, or4_1, o211ai_1, a41oi_1, xnor2_1, o211ai_1, or3_1, or4_1, or4_1, nor4_1, nor4b_2, clkdlybuf4s50_1",
sta,final_hold_viol_count,0,
drt,first_pass_iters,6,
floorplanning,fp_util,51.1,%
floorplanning,die-area,0.0205,mm^2
synthesis,synth.distinct_cells,88,
sta,maxSlewHeadroom,19.2,%
sta,min_period,11190,ps
synthesis,xor_share,1.23,%
drt,drt_wl_total,47900,um
drt,drt-initial-drc-count,1733,
drt,drcViolationCount,0,
sta,fmax,0.0894,GHz
drt,wl_per_cell,27.7,um
worst_setup_path,critPathTopFamily,"simple AND/OR/NAND/NOR gates",
clock_network,cts_resized,0,
grt,grt_pass1_wl,71100,um
worst_setup_path,crit_top_cell,"or4_1",
sta,holdWs,6310,ps
sta,timing_worst_slew_pin_value,1180,ps
drt,vias_per_cell,7.30,
flow_run,maxCapViolCount,0,
drt,drtAntennaViolNets,0,
power_and_ir_drop,switching_share,61.7,%
power_and_ir_drop,p_total,507,uW
synthesis,synthTopLogicFamily,"AND-OR/OR-AND gates",
cells_and_area,lay_top_count,"nor2_1",
place,dpl.hpwl,36800,um
grt,track_usage,47.6,%
worst_setup_path,critical_path.max_stage_delay,590,ps
worst_setup_path,critPathArrivalTime,8650,ps
worst_setup_path,end_kind,"output port",
cells_and_area,drive_gt1_share,8.95,%
cells_and_area,nFillCells,1933,
cells_and_area,finalNonFillerCells,1730,
cells_and_area,area_growth_syn_to_layout,10.2,%
power_and_ir_drop,p_switching,312,uW
worst_setup_path,required,10160,ps
worst_setup_path,path_class,"in2out",
power_and_ir_drop,leakage,4.39,nW
floorplanning,pin_count,101,
worst_setup_path,cp.buffers_inverters,4,
grt,gr-total-overflow,0,
floorplanning,chipWidth,143,um
floorplanning,rows,51,
min_path,hp-class,"in2out",
sta,rsz0062_at_grt,"no",
synthesis,ys_cells,1456,
clock_network,post_cts_buffers,0,
worst_setup_path,start_kind,"input pin",
cells_and_area,ff_latch_area,0,um^2
power_and_ir_drop,p_per_area,46.1,mW/mm^2
synthesis,mux_area_share,17.6,%
synthesis,avgSynthCellArea,6.85,um^2
power_and_ir_drop,ir_drop,54.7,uV
synthesis,aoi_share,34.1,%
synthesis,syn_inst,1456,
clock_network,cts.hold.buffers_added,0,
synthesis,synth_seq_share,0,%
sta,finalSetupViolations,0,
cells_and_area,logic_area,0.00908,mm^2
floorplanning,core,0.0195,mm^2
drt,vias,12629,
synthesis,yosys_warnings,1,
floorplanning,die_height,143,um
cell usage after synthesis (6+ instances only):
cell type | count | area share [%]
nand2_1 | 115 | 4.3
a2111oi_0 | 9 | 0.79
a22oi_1 | 11 | 0.83
buf_1 | 12 | 0.45
nor2_1 | 144 | 5.4
buf_6 | 6 | 0.68
o2111ai_1 | 9 | 0.79
mux2_2 | 29 | 3.3
or4_1 | 9 | 0.68
o21ai_0 | 97 | 4.9
nor3_1 | 36 | 1.8
buf_2 | 36 | 1.8
nor2b_1 | 20 | 1.3
a221o_1 | 9 | 0.90
o21bai_1 | 6 | 0.45
a221oi_1 | 14 | 1.2
o22ai_1 | 20 | 1.3
and3_1 | 7 | 0.44
or2_2 | 9 | 0.56
o31a_1 | 6 | 0.53
a21o_1 | 14 | 1.1
and2_1 | 11 | 0.69
ha_1 | 99 | 12
mux2i_1 | 66 | 6.6
nand4_1 | 16 | 1.0
xnor2_1 | 13 | 1.1
o31ai_1 | 17 | 1.3
a21oi_1 | 92 | 4.6
nand2b_1 | 21 | 1.3
o221ai_1 | 18 | 1.6
clkbuf_1 | 65 | 2.4
nor4_1 | 20 | 1.3
o211ai_1 | 33 | 2.5
inv_1 | 99 | 3.7
or3_1 | 12 | 0.75
nor4b_1 | 7 | 0.61
a211o_1 | 14 | 1.2
a211oi_1 | 29 | 2.2
nand3_1 | 46 | 2.3
o21a_1 | 8 | 0.60
a31oi_1 | 23 | 1.4
mux4_2 | 33 | 7.5
final timing paths:
check / endpoint / slack (ps) / cells after the start
worst min-delay path: result[3] / 6310 / 6
worst max-delay path: z / 1510 / 15
cell type report:
type	count	area share, %
Antenna cell	1	0.0228
Inverter	101	3.45
Multi-Input combinational cell	1234	82.6
Tap cell	265	3.02
Timing Repair Buffer	129	10.9
per-stage QoR:
stage	instance area (um^2)	setup WS, ps	utilization, %
6_report	11000	1510	56.3
4_1_cts	11000	1660	56.3
3_3_place_gp	11000	1740	56.3
3_5_place_dp	11000	1660	56.3
5_1_grt	11000	1210	56.3
2_1_floorplan	9980	2730	-
power groups by stage:
stage	registers (mW)	clock network (mW)	logic, mW
5_1_grt	0	0	0.535
4_1_cts	0	0	0.487
metal layers:
metal | routed length, um | track usage, %
met4 | 3440 | 26.4
met5 | 0 | 0
met3 | 5990 | 14.1
met1 | 18300 | 61.9
met2 | 20100 | 70.8
cell families (layout without fill, tap and decap cells):
| logic type | count (synthesis) | in the layout |
|---|---|---|
| AOI/OAI and AO/OA | 490 | 490 |
| buffers and inverters | 222 | 230 |
| muxes | 130 | 130 |
| and+or+nand+nor | 499 | 499 |
| xor gates and xnor gates | 14 | 14 |
| adders and majority gates | 101 | 101 |
| other | 0 | 1 |
worst min-delay path, cell delays in order:
cell,delay (ps)
buf_2,180
nand3_1,120
nand2b_1,160
o2111ai_1,110
or4_1,180
clkdlybuf4s50_1,480
No activity file was given, so power comes from the tool's default toggle rates.
