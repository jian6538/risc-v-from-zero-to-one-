$ cat flow/config.mk
export PLATFORM = sky130hd
export DESIGN_NAME = ProgramCounter
export DESIGN_NICKNAME = ProgramCounter
export VERILOG_FILES = /design/flow/design.v
export SDC_FILE = /design/flow/constraint.sdc
export NUM_CORES = 4
export LEC_CHECK = 1
export CORE_AREA = 10 10 102 102
export DIE_AREA = 0 0 112 112
$ cat flow/design.v
module ProgramCounter (
  input  wire        clk,
  input  wire        rst,      
  input  wire [31:0] pc_in,    
  output wire [31:0] pc_out    
);
  reg [31:0] pc_reg;
  always @(posedge clk) begin
    if (rst) begin
      pc_reg <= 32'h00000000;
    end else begin
      pc_reg <= pc_in;
    end
  end
  assign pc_out = pc_reg;
endmodule
$ cat flow/run.sh
#!/bin/bash
# OpenROAD 26Q1-2900-gdf79404cd8, Yosys 0.63+post, stock flow scripts
make -C /OpenROAD-flow-scripts/flow DESIGN_CONFIG=/design/flow/config.mk WORK_HOME=/design/flow/orfs finish
$ cat flow/constraint.sdc
current_design ProgramCounter

set clk_period 1.0
set clk_io_pct 0.2

create_clock -name clk0 -period $clk_period [get_ports {clk}]

set non_clock_inputs [all_inputs -no_clocks]
set_input_delay [expr $clk_period * $clk_io_pct] -clock clk0 $non_clock_inputs
set_output_delay [expr $clk_period * $clk_io_pct] -clock clk0 [all_outputs]
==> run_results.csv <==
group,metric,value,unit
synth,synth_flops,32,
drt,final_antenna_net_count,0,
drt,drt_iter0_drc,4,
timing,tightest_slew,0.147,ns
place,hpwlAfterDp,2140,um
synth,synthCells,67,
synth,syn_area,863,um^2
status,status,"complete, no violations",
timing,slew_violations,0,
grt,antenna_found_initial,0,
cts,clk_pin_slew,0.07,ns
grt,grt_pass1_vias,715,
critical_path,cpPeakStageDelay,0.31,ns
worst_hold_path,min_from,"pc_in[6]",
finish,largest_reg_flops,32,
critical_path,crit_arrival,0.76,ns
cts,postCtsSetupRepairBufs,0,
cts,clk_root_buffer_cell,"clkbuf_8",
place,gp_congestion,0.673,
timing,finalCriticalPeriod,0.960,ns
synth,ys_chip_area,863,um^2
floorplan,initial_core_util,10.5,%
finish,mostFrequentLayoutCell,"clkdlybuf4s50_1",
cts,numCtsBuffers,5,
critical_path,path_cells,"clkdlybuf4s15_1",
finish,areaGrowthSynthToFinish,95.1,%
timing,clock.fmax,1040,MHz
drt,wl_per_cell,11.0,um
critical_path,cp.buffers_inverters,1,
drt,avgViaCountPerCell,2.81,
critical_path,path_delay_family,"flip-flops",
timing,period_used_share,96.0,%
synth,synthDistinctLibCells,3,
finish,final_cell_mix,"33 x clkdlybuf4s50_1, 32 x nor2b_1, 22 x clkdlybuf4s15_1",
synth,yosysCellCount,67,
job,tool_warnings,25,
cts,clockBufferDepth,2,
power,leakage,0.664,nW
grt,grtUsageTotal,3.97,%
timing,setup_viol,0,
timing,holdWs,0.461,ns
synth,ys_seq_share,74.2,%
drt,via_count,680,
grt,grt_max_degree,33,
drt,drt_wl_total,2660,um
synth,yosysTopAreaCell,"dfxtp_1",
drt,drc,0,
synth,synthTopCellsByArea,"dfxtp_1 74%, nor2b_1 23%, buf_4 2.6%",
critical_path,startpoint,"pc_reg[9]",
critical_path,cp-end-kind,"output pin",
cts,htreeDepth,2,
critical_path,crit_type,"register to output pin",
critical_path,path_depth,1,
critical_path,start_kind,"register",
drt,drt_pass1_iterations,2,
synth,yosysWarnings,1,
critical_path,cp_slowest_cell,"dfxtp_1",
critical_path,required,0.80,ns
drt,diodes,0,
synth,syn_avg_cell_area,12.9,um^2
finish,drive_gt1_share,20.4,%
place,port_buffers,65,
worst_hold_path,holdCritPathClass,"input port to register",
power,powerDensity,1520,nW/um^2
timing,finalSetupTns,0,ns
job,maxCapViolCount,0,
floorplan,fp-row-count,33,
power,ir_drop,0.394,mV
cts,cts_tree,"done",
floorplan,dieHeight,112,um
cts,clkSinkCount,32,
critical_path,crit_fanout,1,
floorplan,dieWidth,112,um
timing,hold_viol,0,
critical_path,cp-endpoint,"pc_out[9]",
synth,yosysTopAreaCellShare,74.2,%
floorplan,ioPinCount,66,
grt,grt.overflow.total,0,
timing,relSlewSlack,90.2,%
cts,cts_hold_buf,0,
floorplan,dieArea,12500,um^2
grt,grt_pass1_wl,4080,um
floorplan,core,8220,um^2
repair_timing:
action	4_1_cts	5_1_grt
pin swaps	0	0
resized	70	16
setup endpoints to repair	32	12
Yosys cell counts:
library cell / instances
buf_4: 3
dfxtp_1: 32
nor2b_1: 32
area by class of cell:
cell class	count	area [um^2]
multi-input cells	32	200
fillers	876	6530
clock buffers	6	72.6
clock inverters	1	5.00
repair buffers	66	621
well taps	105	131
flip-flops and latches	32	654
cell families (layout without fill, tap and decap cells):
group	count (synthesis)	count (layout)	share of synthesized area, %
flops	32	32	74.2
buf+inv	3	73	2.61
simple gates	32	32	23.2
worst min-delay path by stage:
stage	end	slack [ns]	cells past startpoint
4_1_cts	pc_reg[13]	0.45	2
5_1_grt	pc_reg[6]	0.45	2
6_report	pc_reg[6]	0.46	2
report_power, final:
group / switching [W] / leakage [nW] / internal (W) / total [W]
clock: 0.000450 / 0.0410 / 0.000473 / 0.000922
combinational: 0.0000562 / 0.353 / 0.000215 / 0.000271
sequential: 0.0000170 / 0.270 / 0.00135 / 0.00136
total: 0.000523 / 0.664 / 0.00204 / 0.00256
metal layers:
| metal | global-route usage (%) | part of all wire [%] | vias up |
|---|---|---|---|
| met5 | 0 | 0 | - |
| met4 | 1.02 | 2.2 | 0 |
| met3 | 1.85 | 9.9 | 5 |
| met2 | 6.88 | 50 | 35 |
| met1 | 4.28 | 38 | 304 |
| li1 | - | - | 336 |
per-stage QoR:
stage / util [%] / power (W) / std cells / instance area, um^2 / setup slack [ns]
after CTS: 20.9 / 0.00265 / 242 / 1710 / 0.00841
after floorplan: - / 0.00143 / 67 / 863 / 0.509
after global routing: 20.5 / 0.00270 / 242 / 1680 / -0.00121
after global placement: 20.0 / 0.00171 / 235 / 1640 / -0.0959
final: 20.5 / 0.00256 / 242 / 1680 / 0.0396
after detailed placement: 20.0 / 0.00171 / 235 / 1640 / -0.107
Power and IR drop assume default switching activity.
